**/design/flow/config.mk**
```make
export PLATFORM = sky130hd
export DESIGN_NAME = servo_p
export DESIGN_NICKNAME = servo_p
export VERILOG_FILES = /design/flow/design.v
export SDC_FILE = /design/flow/constraint.sdc
export NUM_CORES = 4
export LEC_CHECK = 1
export CORE_AREA = 10 10 85 85
export DIE_AREA = 0 0 95 95
```
**/design/flow/constraint.sdc**
```tcl
current_design servo_p

set clk_period 5.6
set clk_io_pct 0.2

create_clock -name clk0 -period $clk_period [get_ports {clk}]

set non_clock_inputs [all_inputs -no_clocks]
set_input_delay [expr $clk_period * $clk_io_pct] -clock clk0 $non_clock_inputs
set_output_delay [expr $clk_period * $clk_io_pct] -clock clk0 [all_outputs]
```
**/design/flow/design.v**
```verilog
`timescale 1ns / 1ps
module servo_p (
		input clk,
		input [1:0]pos,
		output reg servo_o
   );
	reg [20:0]contador=0;
	always@(posedge clk)begin
	contador = contador + 1;
	if(contador =='d1_000_000) begin
	   contador = 0;
	end
	case(pos)
        2'b00:  servo_o = (contador < 'd50_000) ? 1:0;
        2'b01:  servo_o = (contador < 'd150_000) ? 1:0;
        2'b10:  servo_o = (contador < 'd250_000) ? 1:0;
        default:servo_o = (contador < 'd50_000) ? 1:0;
    endcase
end
endmodule
```
**/design/flow/run.sh**
```bash
#!/bin/bash
# OpenROAD 26Q1-2900-gdf79404cd8, Yosys 0.63+post, stock flow scripts
make -C /OpenROAD-flow-scripts/flow DESIGN_CONFIG=/design/flow/config.mk WORK_HOME=/design/flow/orfs finish
```
==> results.toml <==
# flow metrics
[synthesis]
most_common_cell = "dfxtp_1"
ff_type = "dfxtp_1"
netlist_top_cells_area = "dfxtp_1, xnor2_1, nor2_1"
netlist.top_cell.by_area = "dfxtp_1"
post_synth_most_frequent_cells = "dfxtp_1, nor2_1, nand2_1, inv_1"
synthesis.area_per_instance_um2 = 8.018
synth_flops = 22
synth-edff-count = 0
synth_cell_types = 48
synth.yosys.seq_area_share_pct = 28.03
yosys-stat-cells = 196
yosysChipArea_um2 = 1572
mappedNetlistArea_um2 = 1572
synthCells = 196
postSynth.asyncResetShare_pct = 0
synthesis.yosys.warnings = 1
synthDominantCellAreaShare_pct = 28.03

[die]
die-height_um = 95
number_of_top_level_design_ports = 4
design.core.area_um2 = 5473
std_cell_rows = 27
floorplan.core_util_pct = 28.72
die.size.x_um = 95
die_area_um2 = 9025

[grt]
first_global_vias = 1275
antenna_found_initial = 0
globalRouteTotalUtil_pct = 8.379
grt_start_max_net_pins = 19
overflow_after_grt = 0
global_route_wire_length_before_repair_um = 6216

[clock_network]
clk_latency_ns = 0.26
number_of_buffers_added_by_the_clock_tree_synthesis_step = 3
hold_buffers = 0
tritoncts_num_sinks = 22
cts.reportedPaths.clkPinSlew_ns = 0.09
clock_tree_from_tritoncts = "done"
cts_htree_levels = 1
cts-root-buf = "clkbuf_8"
cts-resized-gates = 0
post-cts-setup-buffer-count = 0
clock_tree.buffer_depth = 2

[final_timing]
worst_clock_skew_ns = 0.006321
fmax_ghz = 0.3127
worst_margin_pin_slew_ns = 0.6628
timing.final.crit_period_ns = 3.198
rsz0062_at_grt = "false"
final_hold_viol_count = 0
timing.final.setup_violations = 0
aggregate_negative_setup_slack_ns = 0
finalHoldWorstSlack_ns = 0.4986
timing.final.max_slew_violations = 0
timing.max_slew.rel_slack_pct = 55.69
finalClockPeriodUsage_pct = 57.11

[power]
ir_worst_vdd_mv = 0.1466
cellLeakagePower_nw = 0.5348
power.density_cell_area_nw_per_um2 = 165.6

[worst_setup_path]
r2r_setup_slack_ns = 2.40
reg_to_reg_startpoint = "contador[2]$_SDFF_PP0_"
worst_setup_path_start_kind = "register"
r2r_end = "servo_o$_DFF_P_"
crit_required_ns = 5.80
ff2ff_path_depth = 7
worstSetupPathType = "register to register"
worst-path-max-fanout = 18
critical_path.endpoint_type = "register"
cp_data_arrival_time_ns = 3.40

[routing]
antenna_cells_inserted = 0
route.vias.total = 1363
firstDrtPassIters = 4
viasPerCell = 5.202
detail_route.wl_per_cell_um = 13.46
postRouteAntennaNets = 0
detailed_route_iter0_violations = 111
detail_route.drc_violations = 0
total_length_of_routed_wires_um = 3526

[hold_path]
timing.hold.worst.class = "register to register"
hold_path_depth = 1
worstHoldStart = "contador[0]$_SDFF_PP0_"
hold_end = "contador[0]$_SDFF_PP0_"

[place]
gpl.final_weighted_congestion = 0.8762
placement.io_buffers = 3
post-place-cells = 258
post-dp-hpwl_um = 2676

[status]
outcome = "complete, no violations"

[finish]
layout-area-overhead-vs-synth_pct = 6.290
share_of_post_route_cells_with_drive_strength_above_1_pct = 6.316
num-fill-cells = 611
final_cells = 262

[flow_run]
count_of_warning_messages_emitted_by_the_tools = 26
cap_viol_max_count = 0
routing by layer:
metal | GRT usage (%) | vias to the layer above | wire length [um]
li1 | - | 715 | -
met1 | 12.40 | 614 | 1799
met2 | 12.36 | 28 | 1502
met3 | 1.843 | 6 | 170
met4 | 1.496 | 0 | 53
met5 | 0 | - | 0
where the power goes:
group / switching, mW / internal (mW) / total, mW
registers: 0 / 0.156 / 0.156
clock network: 0.0531 / 0.0627 / 0.116
logic: 0.00183 / 0.00267 / 0.00450
total: 0.0550 / 0.222 / 0.277
cell usage in the layout (no fill, tap or decap), types with 4 or more instances in the layout:
cell type | netlist | layout
nand2_1 | 14 | 14
or3_1 | 4 | 4
clkbuf_8 | 0 | 4
xor2_1 | 4 | 4
nand4_1 | 4 | 4
o21ai_0 | 7 | 7
xnor2_1 | 11 | 11
dfxtp_1 | 22 | 22
inv_1 | 12 | 12
nor4_1 | 8 | 8
nand4b_1 | 4 | 4
nor3_1 | 6 | 6
nand3_1 | 11 | 11
nor2_1 | 17 | 17
how the worst max path moves through the flow:
stage / slack, ns / endpoint / start / cells after the start
after CTS: 2.42 / servo_o$_DFF_P_ / contador[2]$_SDFF_PP0_ / 7
final: 2.40 / servo_o$_DFF_P_ / contador[2]$_SDFF_PP0_ / 7
after global routing: 2.08 / servo_o$_DFF_P_ / contador[2]$_SDFF_PP0_ / 7
critical path, stage by stage (launching register included):
cell and delay, ns:
dfxtp_1 0.50, nand3_1 0.54, or4_4 0.69, or3_1 0.39, a211oi_1 0.35, and3b_1 0.45, a31oi_1 0.08, a2bb2oi_1 0.13
stage by stage:
step	util, %	instance area, um2	worst slack [ns]	total power [mW]
floorplan	-	1572	2.946	0.1623
global placement	29.52	1615	2.517	0.1645
detailed placement	29.52	1615	2.443	0.1644
CTS	30.52	1670	2.421	0.2819
global route	30.52	1670	2.080	0.2891
finish	30.52	1670	2.402	0.2765
cells by family after synthesis:
logic type / count (synthesis) / synth area share [%]
flip-flops: 22 / 28.03
multiplexers: 2 / 1.274
XOR/XNOR: 15 / 8.359
AND/OR/NAND/NOR: 92 / 34.71
adder cells (fa/ha/maj): 3 / 2.389
AND-OR/OR-AND: 37 / 17.52
buffers and inverters: 25 / 7.723
state kept, by name, indices dropped and copies added, names as in the netlist:
signal	count
contador	21
servo_o	1
layout make-up:
cell class	instances	area [um2]	share of cell area, %
multi-input combinational	149	1010	60.45
sequential	22	440.4	26.37
tap	72	90.09	5.393
clock buffer	4	55.05	3.296
inverter	12	45.04	2.697
timing repair buffer	3	30.03	1.798
No activity file was given, so power comes from the tool's default toggle rates.
