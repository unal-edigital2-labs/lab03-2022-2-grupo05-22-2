===== ./run.sh =====
#!/bin/bash
# OpenROAD 26Q1-2900-gdf79404cd8, Yosys 0.63+post, stock flow scripts
make -C /OpenROAD-flow-scripts/flow DESIGN_CONFIG=/design/flow/config.mk WORK_HOME=/design/flow/orfs finish

===== ./config.mk =====
export PLATFORM = sky130hd
export DESIGN_NAME = temperatura
export DESIGN_NICKNAME = temperatura
export VERILOG_FILES = /design/flow/design.v
export SDC_FILE = /design/flow/constraint.sdc
export NUM_CORES = 4
export LEC_CHECK = 1
export CORE_UTILIZATION = 30

===== ./constraint.sdc =====
current_design temperatura

set clk_period 2.1
set clk_io_pct 0.2

create_clock -name clk0 -period $clk_period [get_ports {clk}]

set non_clock_inputs [all_inputs -no_clocks]
set_input_delay [expr $clk_period * $clk_io_pct] -clock clk0 $non_clock_inputs
set_output_delay [expr $clk_period * $clk_io_pct] -clock clk0 [all_outputs]

===== ./design.v =====
module temperatura(
  input         clk,                   
  input         rst_n,                  
  inout         data_temp,              
  output [15:0] temperature   );          
reg [5:0] cnt;                        
always @ (posedge clk, negedge rst_n)
  if (!rst_n)
    cnt <= 0;
  else
    if (cnt == 49)
      cnt <= 0;
    else
      cnt <= cnt + 1'b1;
reg clk_1us;                            
always @ (posedge clk, negedge rst_n)
  if (!rst_n)
    clk_1us <= 0;
  else
    if (cnt <= 24)                     
      clk_1us <= 0;
    else
      clk_1us <= 1;      
reg [19:0] cnt_1us;                      
reg cnt_1us_clear;                      
always @ (posedge clk_1us) begin
  if (cnt_1us_clear)
    cnt_1us <= 0;
  else
    cnt_1us <= cnt_1us + 1'b1;
end
parameter S00     = 5'h00;
parameter S0      = 5'h01;
parameter S1      = 5'h03;
parameter S2      = 5'h02;
parameter S3      = 5'h06;
parameter S4      = 5'h07;
parameter S5      = 5'h05;
parameter S6      = 5'h04;
parameter S7      = 5'h0C;
parameter WRITE0  = 5'h0D;
parameter WRITE1  = 5'h0F;
parameter WRITE00 = 5'h0E;
parameter WRITE01 = 5'h0A;
parameter READ0   = 5'h0B;
parameter READ1   = 5'h09;
parameter READ2   = 5'h08;
parameter READ3   = 5'h18;
reg [4:0] state;                     
reg one_wire_buf;                     
reg [15:0] temperature_buf;           
reg [5:0] step;                        
reg [3:0] bit_valid;                  
always @(posedge clk_1us, negedge rst_n)
begin
  if (!rst_n)
  begin
    one_wire_buf <= 1'bZ;
    step         <= 0;
    state        <= S00;
  end
  else
  begin
    case (state)
      S00 : begin               
              temperature_buf <= 16'h001F; 
              state           <= S0;
            end
      S0 :  begin                       
              cnt_1us_clear <= 1;
              one_wire_buf  <= 0;              
              state         <= S1;
            end
      S1 :  begin
              cnt_1us_clear <= 0;
              if (cnt_1us == 500)        
              begin
                cnt_1us_clear <= 1;
                one_wire_buf  <= 1'bZ;      
              state <= S0;
             end
            end
      S4 :  begin
              cnt_1us_clear <= 0;
              if (cnt_1us == 400)         
              begin
                cnt_1us_clear <= 1;
                state         <= S5;
              end 
            end        
      S5 :  begin                   
              if      (step == 0)      
              begin
                step  <= step + 1'b1;
                state <= WRITE0;
              end
              else if (step == 1)
              begin
                step  <= step + 1'b1;
                state <= WRITE0;
              end
              else if (step == 2)
              begin                
                one_wire_buf <= 0;
                step         <= step + 1'b1;
                state        <= WRITE01; 
              end
              else if (step == 3)
              begin
                one_wire_buf <= 0;
                step         <= step + 1'b1;
                state        <= WRITE01;                
              end
              else if (step == 4)
              begin
                step  <= step + 1'b1;
                state <= WRITE0;
              end
              else if (step == 5)
              begin
                step  <= step + 1'b1;
                state <= WRITE0;
              end
              else if (step == 6)
              begin
                one_wire_buf <= 0;
                step         <= step + 1'b1;
                state        <= WRITE01;
              end
              else if (step == 7)
              begin
                one_wire_buf <= 0;
                step         <= step + 1'b1;
                state        <= WRITE01;
              end
              else if (step == 8)      
              begin
                step  <= step + 1'b1;
                state <= WRITE0;
              end
              else if (step == 9)
              begin
                step  <= step + 1'b1;
                state <= WRITE0;
              end
              else if (step == 10)
              begin
                one_wire_buf <= 0;
                step         <= step + 1'b1;
                state        <= WRITE01;
              end
              else if (step == 11)
              begin
                step  <= step + 1'b1;
                state <= WRITE0;
              end
              else if (step == 12)
              begin
                step  <= step + 1'b1;
                state <= WRITE0;
              end
              else if (step == 13)
              begin
                step  <= step + 1'b1;
                state <= WRITE0;
              end
              else if (step == 14)
              begin
                one_wire_buf <= 0;
                step         <= step + 1'b1;
                state        <= WRITE01;
              end
              else if (step == 15)
              begin
                step  <= step + 1'b1;
                state <= WRITE0;
              end
              else if (step == 16)
              begin
                one_wire_buf <= 1'bZ;
                step         <= step + 1'b1;
                state        <= S6;                
              end
              else if (step == 17)
              begin
                step  <= step + 1'b1;
                state <= WRITE0;
              end
              else if (step == 18)
              begin
                step  <= step + 1'b1;
                state <= WRITE0;
              end
              else if (step == 19)
              begin
                one_wire_buf <= 0;
                step         <= step + 1'b1;
                state        <= WRITE01;                
              end
              else if (step == 20)
              begin
                step  <= step + 1'b1;
                state <= WRITE01;
                one_wire_buf <= 0;
              end
              else if (step == 21)
              begin
                step  <= step + 1'b1;
                state <= WRITE0;
              end
              else if (step == 22)
              begin
                step  <= step + 1'b1;
                state <= WRITE0;
              end
              else if (step == 23)
              begin
                one_wire_buf <= 0;
                step         <= step + 1'b1;
                state        <= WRITE01;
              end
              else if (step == 24)
              begin
                one_wire_buf <= 0;
                step         <= step + 1'b1;
                state        <= WRITE01;               
              end
              else if (step == 25)     
              begin
                step  <= step + 1'b1;
                state <= WRITE0;
              end
              else if (step == 26)
              begin
                one_wire_buf <= 0;
                step         <= step + 1'b1;
                state        <= WRITE01;                
              end
              else if (step == 27)
              begin
                one_wire_buf <= 0;
                step         <= step + 1'b1;
                state        <= WRITE01;                
              end
              else if (step == 28)
              begin
                one_wire_buf <= 0;
                step         <= step + 1'b1;
                state        <= WRITE01;                
              end
              else if (step == 29)
              begin
                one_wire_buf <= 0;
                step         <= step + 1'b1;
                state        <= WRITE01;
              end
              else if (step == 30)
              begin
                one_wire_buf <= 0;
                step         <= step + 1'b1;
                state        <= WRITE01;
              end
              else if (step == 31)
              begin
                step  <= step + 1'b1;
                state <= WRITE0;
              end
              else if (step == 32)
              begin
                one_wire_buf <= 0;
                step         <= step + 1'b1;
                state        <= WRITE01;
              end
              else if (step == 33)
              begin
                step  <= step + 1'b1;
                state <= S7;
              end 
            end
      S6 :  begin
              cnt_1us_clear <= 0;
              if ((cnt_1us == 750000) | data_temp)    
              begin
                cnt_1us_clear <= 1;
                state         <= S0;   
              end 
            end
      S7 :  begin                     
              if      (step == 34)
              begin
                bit_valid    <= 0;
                one_wire_buf <= 0;
                step         <= step + 1'b1;
                state        <= READ0;
              end
              else if (step == 35)
              begin
                bit_valid    <= bit_valid + 1'b1;
                one_wire_buf <= 0;
                step         <= step + 1'b1;
                state        <= READ0;
              end
              else if (step == 36)
              begin
                bit_valid    <= bit_valid + 1'b1;
                one_wire_buf <= 0;
                step         <= step + 1'b1;
                state        <= READ0;
              end
              else if (step == 37)
              begin
                bit_valid    <= bit_valid + 1'b1;
                one_wire_buf <= 0;
                step         <= step + 1'b1;
                state        <= READ0;               
              end
              else if (step == 38)
              begin
                bit_valid    <= bit_valid + 1'b1;
                one_wire_buf <= 0;
                step         <= step + 1'b1;
                state        <= READ0;                
              end
              else if (step == 39)
              begin
                bit_valid    <= bit_valid + 1'b1;
                one_wire_buf <= 0;
                step         <= step + 1'b1;
                state        <= READ0;               
              end
              else if (step == 40)
              begin
                bit_valid    <= bit_valid + 1'b1;
                one_wire_buf <= 0;
                step         <= step + 1'b1;
                state        <= READ0;                
              end
              else if (step == 41)
              begin
                bit_valid    <= bit_valid + 1'b1;
                one_wire_buf <= 0;
                step         <= step + 1'b1;
                state        <= READ0;
              end
              else if (step == 42)
              begin
                bit_valid    <= bit_valid + 1'b1;
                one_wire_buf <= 0;
                step         <= step + 1'b1;
                state        <= READ0;                
              end
              else if (step == 43)
              begin
                bit_valid    <= bit_valid + 1'b1;
                one_wire_buf <= 0;
                step         <= step + 1'b1;
                state        <= READ0;
              end
              else if (step == 44)
              begin
                bit_valid    <= bit_valid + 1'b1;
                one_wire_buf <= 0;
                step         <= step + 1'b1;
                state        <= READ0;                
              end
              else if (step == 45)
              begin
                bit_valid    <= bit_valid + 1'b1;
                one_wire_buf <= 0;
                step         <= step + 1'b1;
                state        <= READ0;                
              end
              else if (step == 46)
              begin
                bit_valid    <= bit_valid + 1'b1;
                one_wire_buf <= 0;
                step         <= step + 1'b1;
                state        <= READ0;                
              end
              else if (step == 47)
              begin
                bit_valid    <= bit_valid + 1'b1;
                one_wire_buf <= 0;
                step         <= step + 1'b1;
                state        <= READ0;                
              end
              else if (step == 48)
              begin
                bit_valid    <= bit_valid + 1'b1;
                one_wire_buf <= 0;
                step         <= step + 1'b1;
                state        <= READ0;                
              end
              else if (step == 49)
              begin
                bit_valid    <= bit_valid + 1'b1;
                one_wire_buf <= 0;
                step         <= step + 1'b1;
                state        <= READ0;                
              end
              else if (step == 50)
              begin
                step  <= 0;
                state <= S0;
              end 
            end            
      WRITE0 :
            begin
              cnt_1us_clear <= 0;
              one_wire_buf  <= 0;                 
              if (cnt_1us == 80)        
              begin
                cnt_1us_clear <= 1;
                one_wire_buf  <= 1'bZ;            
                state         <= WRITE00;
              end 
            end
      WRITE00 :                       
              state <= S5;
      WRITE01 :                       
              state <= WRITE1;
      WRITE1 :
            begin
              cnt_1us_clear <= 0;
              one_wire_buf  <= 1'bZ;   
              if (cnt_1us == 80)        
              begin
                cnt_1us_clear <= 1;
                state         <= S5;
              end 
            end
      READ0 : state <= READ1;          
      READ1 :
            begin
              cnt_1us_clear <= 0;
              one_wire_buf  <= 1'bZ;   
              if (cnt_1us == 10)       
              begin
                cnt_1us_clear <= 1;
                state         <= READ2;
              end 
            end
      READ2 :                          
            begin
              temperature_buf[bit_valid] <=data_temp;
              state                      <= READ3;
            end
      READ3 :
            begin
              cnt_1us_clear <= 0;
              if (cnt_1us == 55)       
              begin
                cnt_1us_clear <= 1;
                state         <= S7;
              end 
            end
      default : state <= S00;
    endcase 
  end 
end 
assign data_temp = one_wire_buf;         
wire [15:0] t_buf = temperature_buf & 16'h07FF;
assign temperature[3:0]   = (t_buf[3:0] * 10) >> 4;
assign temperature[7:4]   = (((t_buf[7:4] * 10) >> 4) >= 4'd10) ? (((t_buf[7:4] * 10) >> 4) - 'd10) : ((t_buf[7:4] * 10) >> 4);
assign temperature[11:8]  = (((t_buf[7:4] * 10) >> 4) >= 4'd10) ? (((t_buf[11:8] * 10) >> 4) + 'd1) + 'd2 : ((t_buf[11:8] * 10) >> 4) + 'd2;
assign temperature[15:12] = temperature_buf[12] ? 1 : 0;
endmodule

==> report_table.html <==
<h2>Synthesis and place &amp; route</h2>
<table>
<tr><th>Metric</th><th>Value</th></tr>
<tr><th colspan="2">Yosys</th></tr>
<tr><td>Avg Cell Area, Syn</td><td>9.05 sq um</td></tr>
<tr><td>XORs/XNORs by Area</td><td>0.0611</td></tr>
<tr><td>Flip-flops with a built-in enable</td><td>17</td></tr>
<tr><td>AND-OR/OR-AND Cells, Area Fraction</td><td>0.126</td></tr>
<tr><td>#FFs+latches synth</td><td>64</td></tr>
<tr><td>Proportion of synthesized flip-flops having asynchronous set or reset</td><td>0.422</td></tr>
<tr><td>Most area-consuming cells after synthesis</td><td>sky130_fd_sc_hd__dfrtp_1, sky130_fd_sc_hd__edfxtp_1, sky130_fd_sc_hd__dfxtp_1</td></tr>
<tr><td>Area share of the leading cell type in the synthesized netlist</td><td>0.168</td></tr>
<tr><td>Number of distinct library cells after synthesis</td><td>62</td></tr>
<tr><td>Commonest flop</td><td>sky130_fd_sc_hd__dfrtp_1</td></tr>
<tr><td>Number of cells in the yosys synthesis report</td><td>428</td></tr>
<tr><td>Mapped Area</td><td>3870 sq um</td></tr>
<tr><td>Number of warning messages in the yosys log</td><td>7</td></tr>
<tr><td>Arithmetic-cell share of the synthesized area counting full adders, half adders and majority gates</td><td>0.0911</td></tr>
<tr><td>Register share after synthesis</td><td>0.410</td></tr>
<tr><td>Most area-hungry cell type in the Yosys netlist</td><td>sky130_fd_sc_hd__dfrtp_1</td></tr>
<tr><td>Mux cell area share</td><td>0.0136</td></tr>
<tr><td>Summed standard-cell area reported by yosys</td><td>3870 sq um</td></tr>
<tr><td>Synthesized instance count</td><td>428</td></tr>
<tr><td>Simple-gate share of the synthesized area</td><td>0.242</td></tr>
<tr><td>Comb area leader</td><td>simple AND/OR/NAND/NOR gates</td></tr>
<tr><th colspan="2">Finish</th></tr>
<tr><td>Layout overhead on the synthesized area</td><td>9.60%</td></tr>
<tr><td>Sequential cell area</td><td>1590 sq um</td></tr>
<tr><td>Logic area</td><td>2090 sq um</td></tr>
<tr><td>Layout cells sized above 1</td><td>0.0417</td></tr>
<tr><td>Number of fill cells in the layout</td><td>1296</td></tr>
<tr><td>Layout Utilization</td><td>0.336</td></tr>
<tr><td>Most frequent cells in the layout</td><td>sky130_fd_sc_hd__nor2_1, sky130_fd_sc_hd__nand2_1, sky130_fd_sc_hd__inv_1</td></tr>
<tr><td>Most frequent standard cell in the layout excluding fill and tap cells</td><td>sky130_fd_sc_hd__nor2_1</td></tr>
<tr><th colspan="2">STA</th></tr>
<tr><td>Pin slew with the least headroom to its limit</td><td>639 ps</td></tr>
<tr><td>Final worst clock skew</td><td>3.12 ps</td></tr>
<tr><td>Number of unconstrained endpoints</td><td>86</td></tr>
<tr><td>Post-layout minimum cycle time</td><td>1380 ps</td></tr>
<tr><td>Final Cycle Share</td><td>0.658</td></tr>
<tr><td>Register pins left without a clock</td><td>57</td></tr>
<tr><td>Number of max-slew violations in the final report</td><td>0</td></tr>
<tr><td>Summed negative setup slack over all endpoints</td><td>0 ps</td></tr>
<tr><td>Final Setup Violations</td><td>0</td></tr>
<tr><td>Number of endpoints with negative hold slack in the final report</td><td>0</td></tr>
<tr><td>Max-slew headroom</td><td>0.574</td></tr>
<tr><td>Unrepaired setup endpoints after global routing</td><td>no</td></tr>
<tr><td>Maximum operating frequency</td><td>723 MHz</td></tr>
<tr><td>Worst hold slack after final layout</td><td>459 ps</td></tr>
<tr><td>Setup ws final</td><td>718 ps</td></tr>
<tr><th colspan="2">Placed design</th></tr>
<tr><td>Setup slack at placement</td><td>807 ps</td></tr>
<tr><td>Hpwl dp</td><td>5.22 mm</td></tr>
<tr><td>Weighted congestion reported at the end of routability-driven placement</td><td>0.878</td></tr>
<tr><td>Count of input and output buffers</td><td>14</td></tr>
<tr><th colspan="2">Floorplan</th></tr>
<tr><td>Die Span Y</td><td>116 um</td></tr>
<tr><td>Total number of placement rows</td><td>41</td></tr>
<tr><td>Area of the core region</td><td>12600 sq um</td></tr>
<tr><td>Floorplan utilization</td><td>0.307</td></tr>
<tr><td>I/O pins</td><td>19</td></tr>
<tr><td>Die extent in x</td><td>116 um</td></tr>
<tr><td>Area of the die</td><td>13400 sq um</td></tr>
<tr><th colspan="2">Worst hold path</th></tr>
<tr><td>Worst min-delay path class</td><td>in2async</td></tr>
<tr><th colspan="2">Detailed routing</th></tr>
<tr><td>Via Count</td><td>2920</td></tr>
<tr><td>Routed len/inst</td><td>11.6 um</td></tr>
<tr><td>Number of diodes</td><td>0</td></tr>
<tr><td>Number of iterations in the first detailed-routing pass</td><td>4</td></tr>
<tr><td>Wire length after detailed routing</td><td>6.99 mm</td></tr>
<tr><td>Routed Antenna Nets</td><td>0</td></tr>
<tr><td>Residual DRC</td><td>0</td></tr>
<tr><td>Vias per cell</td><td>4.83</td></tr>
<tr><td>DRT iter0 DRCs</td><td>301</td></tr>
<tr><th colspan="2">GRT</th></tr>
<tr><td>Via count of the first global-routing pass</td><td>2658</td></tr>
<tr><td>Number of antenna violations at the first check in global routing</td><td>0</td></tr>
<tr><td>Wire length of the first global-routing pass</td><td>12.3 mm</td></tr>
<tr><td>Total track usage</td><td>0.113</td></tr>
<tr><td>GR Overflow Total</td><td>0</td></tr>
<tr><td>Largest net degree at the start of global routing</td><td>49</td></tr>
<tr><th colspan="2">Run</th></tr>
<tr><td>Max Cap Violations</td><td>0</td></tr>
<tr><td>Number of logged tool warnings</td><td>37</td></tr>
<tr><th colspan="2">Clocking</th></tr>
<tr><td>Post-CTS Repair Setup Buffers</td><td>0</td></tr>
<tr><td>TritonCTS clock tree</td><td>yes</td></tr>
<tr><td>Number of hold buffers added after CTS</td><td>0</td></tr>
<tr><td>Root cell of the clock tree</td><td>sky130_fd_sc_hd__clkbuf_16</td></tr>
<tr><td>Clock Path Buffers</td><td>2</td></tr>
<tr><td>Cell resize tally after clock tree synthesis</td><td>0</td></tr>
<tr><td>Clock latency on the worst-skew pair</td><td>230 ps</td></tr>
<tr><td>H-Tree Level Count</td><td>1</td></tr>
<tr><td>Clock slew seen by the registers of the worst setup and hold paths</td><td>40 ps</td></tr>
<tr><td>Number of buffers created by CTS</td><td>3</td></tr>
<tr><th colspan="2">Setup path</th></tr>
<tr><td>Buffers and inverters on the worst path</td><td>1</td></tr>
<tr><td>Kind of cell adding the most delay to the critical path</td><td>simple AND/OR/NAND/NOR gates</td></tr>
<tr><td>Worst path most repeated cell</td><td>sky130_fd_sc_hd__nor2b_1</td></tr>
<tr><td>Cell chain of the critical path</td><td>inv_1 -&gt; ha_1 -&gt; nor2b_1 -&gt; nand3_1 -&gt; nor2_1 -&gt; nor2b_1</td></tr>
<tr><td>Worst setup EP type</td><td>register</td></tr>
<tr><td>Required time of the worst setup path</td><td>2210 ps</td></tr>
<tr><td>Peak per-stage delay on the critical path</td><td>410 ps</td></tr>
<tr><td>Slowest library cell on the worst path</td><td>sky130_fd_sc_hd__dfrtp_1</td></tr>
<tr><td>Critical path launch point type</td><td>register</td></tr>
<tr><td>Data arrival time at the worst-slack endpoint</td><td>1490 ps</td></tr>
<tr><td>Critical path class</td><td>reg2reg</td></tr>
<tr><td>Maximum fanout count along the critical path</td><td>4</td></tr>
<tr><th colspan="2">Pwr</th></tr>
<tr><td>Lkg Pwr</td><td>1.65 nW</td></tr>
<tr><td>VDD IR-drop max</td><td>0.806 mV</td></tr>
<tr><td>Final Power</td><td>479 uW</td></tr>
<tr><td>Power density normalized to cell area</td><td>113 nW/um^2</td></tr>
<tr><th colspan="2">Status</th></tr>
<tr><td>Run status</td><td>completed</td></tr>
</table>
==> Yosys cell counts, drive strengths merged, types with 5 or more instances <==
cell type and count:
ha 25, nor3 10, nand2 42, inv 30
xnor2 12, and3 8, dfrtp 26, or3 6
xor2 15, nor2b 12, and2 5, nand3 16
clkbuf 12, edfxtp 17, a21oi 23, nor2 45
o21ai 15, dfxtp 20, buf 9, nand4 13
==> kinds of logic (layout without fill, tap and decap cells) <==
logic type | Yosys count | count (layout)
AND/OR/NAND/NOR | 179 | 179
AND-OR/OR-AND | 74 | 74
flip-flops | 64 | 64
buffers and inverters | 51 | 51
adder cells (fa/ha/maj) | 27 | 27
XOR/XNOR | 27 | 27
multiplexers | 5 | 5
other | 1 | 5
==> registers in the layout, indices dropped and copies added, names as in the netlist <==
signal           flops
cnt_1us_clear        1
temperature_buf     12
clk_1us              1
cnt_1us             20
cnt                  6
bit_valid            4
step                 6
state               14
==> worst paths after layout <==
path | start | end | slack, ps | cells after the start
max | cnt[1] | cnt[1] | 720 | 6
min | rst_n | cnt[3] | 460 | 1
max in group asynchronous | rst_n | clk_1us | 1140 | 2
min in group clk0 | cnt[0] | cnt[0] | 560 | 1
min reg2reg | cnt[0] | cnt[0] | 560 | 1
max reg2reg | cnt[1] | cnt[1] | 720 | 6
==> where the power goes <==
group	internal (mW)	switching, mW
clock	0.252	0.0704
sequential	0.137	0
combinational	0.00509	0.0137
total	0.395	0.0841
==> cell type report <==
cell class	instances	area share
Tap cell	172	0.0507
Clock buffer	4	0.0186
Inverter	30	0.0265
Sequential cell	64	0.374
Multi-Input combinational cell	317	0.492
Timing Repair Buffer	17	0.0383
==> layer usage <==
metal	vias up	wire length (um)	track usage
met5	-	0	0
met2	67	3160	0.178
met1	1355	3540	0.180
li1	1494	-	-
met3	4	234	0.00852
met4	0	54	0.00940
==> per-stage QoR <==
step	cell area, sq um	cells
after floorplan	3890	432
after global placement	4170	600
after detailed placement	4170	600
after CTS	4240	604
after global routing	4240	604
final	4240	604
Power figures rest on the tool's default switching activity, not on a simulated workload.
