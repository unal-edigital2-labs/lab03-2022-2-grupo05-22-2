==> ./design.v <==
`timescale 1ns / 1ps
module GPIOv (
		input clk,
		input rst,
		output xclk,			 
		output done,
		input valor_led,			 
		output salida_led
   );
	reg [26:0] cfreq=0;
	always @(posedge clk) begin
  		if(rst==1) begin
			cfreq <= 0;
		end else begin
			cfreq <=cfreq+1;
		end
	end
	assign xclk = cfreq[25];
	assign done = cfreq[25];;
	assign salida_led =valor_led;
endmodule
==> ./run.sh <==
#!/bin/bash
# OpenROAD 26Q1-2900-gdf79404cd8, Yosys 0.63+post, stock flow scripts
make -C /OpenROAD-flow-scripts/flow DESIGN_CONFIG=/design/flow/config.mk WORK_HOME=/design/flow/orfs finish
==> ./config.mk <==
export PLATFORM = sky130hd
export DESIGN_NAME = GPIOv
export DESIGN_NICKNAME = GPIOv
export VERILOG_FILES = /design/flow/design.v
export SDC_FILE = /design/flow/constraint.sdc
export NUM_CORES = 4
export LEC_CHECK = 1
export CORE_AREA = 10 10 84 84
export DIE_AREA = 0 0 94 94
==> ./constraint.sdc <==
current_design GPIOv

set clk_period 4.1
set clk_io_pct 0.2

create_clock -name clk0 -period $clk_period [get_ports {clk}]

set non_clock_inputs [all_inputs -no_clocks]
set_input_delay [expr $clk_period * $clk_io_pct] -clock clk0 $non_clock_inputs
set_output_delay [expr $clk_period * $clk_io_pct] -clock clk0 [all_outputs]
==> flow_metrics.env <==
# flow metrics
export IMPL_outcome="finished clean"
export IMPL_lay_top_count="dfxtp_1"
export IMPL_yosys_warnings=1
export IMPL_syn_area_um2=1210
export IMPL_grt_use_total_pct=5.00
export IMPL_postCtsSetupRepairBufs=0
export IMPL_clk_pin_slew_ns=0.08
export IMPL_top_register="cfreq"
export IMPL_r2r_end="cfreq[21]"
export IMPL_numCtsBuffers=3
export IMPL_drt_first_pass_iters=4
export IMPL_die_height_um=94
export IMPL_tightest_slew_ns=0.495
export IMPL_slew_headroom_pct=66.9
export IMPL_clkSinkCount=26
export IMPL_rsz0062_at_grt="false"
export IMPL_dieWidth_um=94
export IMPL_antenna_found_initial=0
export IMPL_hpwlAfterDp_um=1370
export IMPL_final_cell_mix="26 x dfxtp_1, 12 x a21oi_1, 12 x nor2_1"
export IMPL_hold_path_endpoint="cfreq[0]"
export IMPL_max_vdd_ir_drop_mv=0.201
export IMPL_r2r_slack_ns=2.07
export IMPL_clk_latency_ns=0.26
export IMPL_grt_start_max_net_pins=27
export IMPL_cts_resized=0
export IMPL_report_final_slew_viol_count=0
export IMPL_cts_tree="done"
export IMPL_hp_class="register to register"
export IMPL_routabilityCongestion=0.776
export IMPL_setup_violations=0
export IMPL_fillerInstances=572
export IMPL_synthCells=137
export IMPL_ff2ff_path_depth=4
export IMPL_top_area_share_pct=43.2
export IMPL_crit_arrival_ns=2.23
export IMPL_wl_um=2050
export IMPL_first_iter_violations=33
export IMPL_die_area_um2=8840
export IMPL_finalCritPeriodShare_pct=49.6
export IMPL_warnings=25
export IMPL_final_hold_violation_count=0
export IMPL_syn_to_final_growth_pct=9.13
export IMPL_total_power_w=0.000408
export IMPL_fmax_ghz=0.492
export IMPL_ys_ff=26
export IMPL_largestRegisters="cfreq x26"
export IMPL_critPathLaunchType="register"
export IMPL_cts_hold_buf=0
export IMPL_min_period_ns=2.03
export IMPL_ys_cells=137
export IMPL_synth_cell_types=28
export IMPL_place_area_um2=1270
export IMPL_wl_per_cell_um=10.1
export IMPL_largest_reg_flops=26
export IMPL_avgSynthCellArea_um2=8.80
export IMPL_crit_path_end_kind="register"
export IMPL_fp_util_pct=23.2
export IMPL_ys_seq_share_pct=43.2
export IMPL_ios=6
export IMPL_fin_area_um2=1320
export IMPL_worstSetupStartpoint="cfreq[8]"
export IMPL_drive_above_1_share_pct=6.02
export IMPL_via_per_inst=4.50
export IMPL_yosys_stat_area_um2=1210
export IMPL_setup_tns_ns=0
export IMPL_critPathMaxFanout=20
export IMPL_crit_type="register to register"
export IMPL_hp_start="cfreq[0]"
export IMPL_required_ns=4.30
export IMPL_largest_area_cell="dfxtp_1"
export IMPL_antenna_left=0
export IMPL_leakage_nw=0.398
export IMPL_synth_area_top_cells="dfxtp_1 43%, xor2_1 5.8%, a21oi_1 5.0%, o31ai_1 4.4%, or4_1 4.4%"
export IMPL_io_buffer_count=3
export IMPL_num_vias=914
export IMPL_core_area_um2=5200
export IMPL_root_buffer="clkbuf_8"
export IMPL_power_density_nw_per_um2=310
export IMPL_hold_depth=1
export IMPL_regToRegStartpoint="cfreq[8]"
export IMPL_grt_pass1_wl_um=3770
export IMPL_rows=26
export IMPL_clockBufferDepth=2
export IMPL_antenna_cells_inserted=0
export IMPL_grt_pass1_vias=853
export IMPL_drc=0
export IMPL_htree_num_levels=1
export IMPL_grt_overflow_total=0
export IMPL_fin_hold_ws_ns=0.462
export IMPL_skew_ns=0.00204
export IMPL_cap_violations=0
-- metal layers --
layer | GRT usage, % | part of all wire, % | vias up
li1 | - | - | 498
met1 | 6.80 | 55 | 408
met2 | 8.18 | 42 | 6
met3 | 1.21 | 2.8 | 2
met4 | 0.380 | 0.63 | 0
met5 | 0 | 0 | -
-- cells in the mapped netlist --
cell	instances
o41ai_1	1
and3_1	3
o31ai_1	7
buf_4	2
a21oi_1	12
nand4_4	1
o31a_1	1
nor4_1	2
clkbuf_1	8
and4_1	4
nor2_1	12
nor3_1	2
or3b_2	1
or4_4	1
nor2b_1	1
o21ai_0	4
nand3_1	7
xnor2_1	3
ha_1	1
o21ba_2	1
or3_1	4
xor2_1	8
inv_1	3
nand2_1	8
nand4_1	6
buf_6	1
dfxtp_1	26
or4_1	7
-- power breakdown --
| part | internal (W) | switching (W) |
|---|---|---|
| Clock | 0.0000657 | 0.0000749 |
| Sequential | 0.000255 | 0.00000233 |
| Combinational | 0.00000398 | 0.00000580 |
-- worst max-delay path by stage --
stage          endpoint  slack, ns
finish        cfreq[21]       2.07
global route  cfreq[18]       1.90
CTS           cfreq[21]       2.07
-- per-stage QoR --
| step | cells | utilization [%] | worst slack, ns |
|---|---|---|---|
| after global placement | 200 | 24.5 | 2.11 |
| after floorplan | 137 | - | 2.18 |
| after CTS | 203 | 25.3 | 2.07 |
| final | 203 | 25.3 | 2.07 |
| after detailed placement | 200 | 24.5 | 2.09 |
| after global routing | 203 | 25.3 | 1.90 |
-- final cells by class --
class	count	area, um^2	area share [%]
clock buffers	3	41.3	3.14
well taps	70	87.6	6.65
multi-input cells	97	618	47.0
flip-flops and latches	26	520	39.5
repair buffers	4	37.5	2.85
inverters	3	11.3	0.856
-- logic make-up after synthesis --
kind of cell | Yosys count | share of synthesized area (%)
AND/OR/NAND/NOR | 59 | 28.9
AND-OR/OR-AND | 26 | 13.3
flip-flops | 26 | 43.2
buffers and inverters | 14 | 5.60
XOR/XNOR | 11 | 7.99
adder cells (fa/ha/maj) | 1 | 1.04
-- critical path, stage by stage (launching register included) --
cell and delay [ns]:
dfxtp_1 0.44, nand4_4 0.16, or4_4 0.68, or4_1 0.54, a21oi_1 0.15
No activity file was given, so power comes from the tool's default toggle rates.
